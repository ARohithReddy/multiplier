==> ./design.v <==
`timescale 1ns / 1ps
module PIPO1(dout,din,ld,clk
    );
	 input [15:0] din;
	 input ld, clk;
	 output reg [15:0] dout;
	 always @ (posedge clk)
	 begin
		if(ld)
		begin
		dout<=din;
		end
	 end
endmodule
`timescale 1ns / 1ps
module PIPO2(dout,din,clr,ld,clk
    );
	 input [15:0] din;
	 input clr,clk,ld;
	 output reg [15:0] dout;
	 always @(posedge clk)
	 begin
		if(ld)
		dout<=din;
		else if (clr)
		dout<=16'h0000;
	 end
endmodule
`timescale 1ns / 1ps
module adder(sum,a,b
    );
	 input [15:0] a,b;
	 output reg [15:0] sum;
	 always@(*)
	 begin
	 sum=a+b;
	 end
endmodule
`timescale 1ns / 1ps
module comp(eqz,din
    );
	 input [15:0] din;
	 output eqz;
	 assign eqz=~|din;
endmodule
`timescale 1ns / 1ps
module contrl_p(lda,ldp,clrp,ldb,decb,eqz,start,done,clk
    );
	 input eqz,start,clk;
	 output reg lda,ldp,clrp,ldb,decb,done;
	 reg [2:0] state;
	 parameter s0=3'b000,s1=3'b001,s2=3'b010,s3=3'b011,s4=3'b100;
	 always @ (posedge clk)
	 begin
		case (state)
		s0 : if (start)
					state<=s1;
		s1 : state<=s2;
		s2 : state<=s3;			  
		s3 : if(eqz)
				state<=s4;
		s4 : state<=s0;
		default : state<=s0;
		endcase
	 end
	 always @ (posedge clk)
	 begin
		case (state)
		s0 : begin
					lda<=0;
					ldp<=0;
					clrp<=0;
					ldb<=0;
					decb<=0;
					done<=0;
			  end
		s1 : begin
					lda<=1;
					ldp<=0;
					clrp<=0;
					ldb<=0;
					decb<=0;
					done<=0;
			  end
		s2 : begin
					lda<=0;
					ldp<=0;
					clrp<=1;
					ldb<=1;
					decb<=0;
					done<=0;
			  end			  
		s3 : begin
					lda<=0;
					ldp<=1;
					clrp<=0;
					ldb<=0;
					decb<=1;
					done<=0;
			  end
		s4 : begin
					lda<=0;
					ldp<=0;
					clrp<=0;
					ldb<=0;
					decb<=0;
					done<=1;
			  end
		default : begin
						lda<=0;
						ldp<=0;
						clrp<=0;
						ldb<=0;
						decb<=0;
						done<=0;
					 end
		endcase
	 end
endmodule
`timescale 1ns / 1ps
module count(dout,din,ld,dec,clk
    );
	 input [15:0] din;
	 input dec,clk,ld;
	 output reg [15:0] dout;
	 always @ (posedge clk)
	 begin
		if (ld) dout<=din;
		else if (dec) dout<=dout-1;
	 end
endmodule
`timescale 1ns / 1ps
module data_p(data_o,data_in,lda,ldp,clrp,ldb,decb,eqz,clk
    );
	 input [15:0] data_in;
	 input lda,ldb,decb,ldp,clrp,clk;
	 output [15:0] data_o;
	 output eqz;
	 wire [15:0] x,z,bout;
	 PIPO1 a (x,data_in,lda,clk);
	 PIPO2 p (data_o,z,clrp,ldp,clk);
	 adder add (z,x,data_o);
	 count b (bout,data_in,ldb,decb,clk);
	 comp eq (eqz,bout);
endmodule
`timescale 1ns / 1ps
module multi_fi(data_out,data_in,start,done,clk
    );
	 input [15:0] data_in;
	 input start, clk;
	 output [15:0] data_out;
	 output done;
	 wire lda,ldp,clrp,ldb,decb,eqz,start,done;
	 data_p d (data_out,data_in,lda,ldp,clrp,ldb,decb,eqz,clk);
	 contrl_p c (lda,ldp,clrp,ldb,decb,eqz,start,done,clk);
endmodule
==> ./run.sh <==
#!/bin/bash
# OpenROAD 26Q1-2900-gdf79404cd8, Yosys 0.63+post, stock flow scripts
make -C /OpenROAD-flow-scripts/flow DESIGN_CONFIG=/design/flow/config.mk WORK_HOME=/design/flow/orfs finish
==> ./config.mk <==
export PLATFORM = sky130hd
export DESIGN_NAME = multi_fi
export DESIGN_NICKNAME = multi_fi
export VERILOG_FILES = /design/flow/design.v
export SDC_FILE = /design/flow/constraint.sdc
export NUM_CORES = 4
export LEC_CHECK = 1
export CORE_UTILIZATION = 50
==> ./constraint.sdc <==
current_design multi_fi

set clk_period 5.9
set clk_io_pct 0.2

create_clock -name clk0 -period $clk_period [get_ports {clk}]

set non_clock_inputs [all_inputs -no_clocks]
set_input_delay [expr $clk_period * $clk_io_pct] -clock clk0 $non_clock_inputs
set_output_delay [expr $clk_period * $clk_io_pct] -clock clk0 [all_outputs]
==> GITHUB_STEP_SUMMARY <==
## Synthesis and layout report

| Metric | Value |
|---|---|
| EDFF count, synth | 51 |
| Dominant register cell | edfxtp_1 |
| Met2 wire len | 2.536 mm |
| Dpl hpwl | 4.272 mm |
| Main area contributors | edfxtp_1 50%, ha_1 6.6%, xnor2_1 4.0% |
| GPL Wtd Cong | 0.8885 |
| Gr usage total | 21.05% |
| # diodes | 0 |
| Logic pwr share | 47.8% |
| Final hold vios | 0 |
| Pwr dens | 582.4 nW/um^2 |
| Peak Freq | 0.4177 GHz |
| DP Worst Slack | 3.609 ns |
| XORs/XNORs by Area | 5.747% |
| Clk pwr share | 10.7% |
| FP Core Util | 51.79% |
| # setup viols final | 0 |
| Top Layer Used | met4 |
| H-tree levels | 2 |
| Adders+Majority by Area | 7.225% |
| Area grow syn2layout | 16.79% |
| Setup bufs post-CTS | 0 |
| Peak VDD IR | 0.3020 mV |
| I/O Buffers | 34 |
| Row count | 28 |
| Synth async-reset ratio | 0% |
| Vias per cell | 5.487 |
| Gr ovfl total | 0 |
| NetSw | 811.3 uW |
| CP peak stage delay | 0.49 ns |
| Number of OpenROAD warnings | 26 |
| Leak | 1.240 nW |
| Hold Path Stages | 1 |
| Global-route wire length before repair | 9.563 mm |
| Routed len/inst | 14.72 um |
| Final setup TNS | 0 ns |
| CP Class | reg -> out |
| Clock Skews | 0.007391 ns |
| First-pass detailed-route iteration total | 4 |
| Synth area leader | edfxtp_1 |
| Fraction of layout cells with a size suffix above 1 | 7.619% |
| Die Area | 6412 um^2 |
| Total of max-cap violations | 0 |
| CTS Sinks | 55 |
| Core ar. | 5886 um^2 |
| Hold Path Sink | c.done |
| Detailed-route DRC error count | 0 |
| Vias in the first global route | 1948 |
| Simple share | 17.90% |
| Post-cts sizing count | 0 |
| Vias | 2140 |
| CP Cell Sequence | clkdlybuf4s50_1 |
| CTS Buffer Depth | 2 |
| Die Height | 80.08 um |
| Crit share post-route | 40.57% |
| Clk pin slew, worst setup/hold paths | 0.09 ns |
| Worst Reg-to-Reg Cells | 7 |
| Status | complete, no violations |
| Hold Crit Class | reg -> reg |
| Mean Syn Cell Area | 10.96 um^2 |
| Post-route ant nets | 0 |
| Hold Startpoint | c.state[0] |
| Synth Warn # | 5 |
| Reg power frac | 41.5% |
| R2r setup slk | 3.69 ns |
| Delay-heaviest family, CP | buffers and inverters |
| CP bufs+invs | 1 |
| Insertion Delay late pin | 0.30 ns |
| CTS Buf Count | 5 |
| Mapped cell area | 3048 um^2 |
| Final Max Slew Viols | 0 |
| Met3 WL | 258 um |
| Synth cell types | 49 |
| Internal power | 1.262 mW |
| Cts hold-fix bufs | 0 |
| M1 wire length | 2.821 mm |
| Post-Synthesis Cells | 278 |
| Required @ worst endpoint | 4.72 ns |
| Fin crit period | 2.394 ns |
| Final WS setup | 3.506 ns |
| Yosys stat cell total | 278 |
| CP Max Fanout | 3 |
| Critical path startpoint category | flop |
| Switching Fraction | 39.14% |
| DR iter-0 viols | 84 |
| AO/OA Area Share | 13.55% |
| Seq share, synth | 52.87% |
| Die Span X | 80.08 um |
| Wirelength, routed | 5.739 mm |
| MUX area fraction | 0.3695% |
| Io pins | 35 |
| Slowest CP cell | clkdlybuf4s50_1 |
| Worst r2r src | d.p.dout[0] |
| R2R Path End | d.p.dout[12] |
| Largest family of logic cells by area | simple AND/OR/NAND/NOR gates |
| CTS tree | done |
| Worst Tran Pin Value | 0.7879 ns |
| Rel. slew slack | 47.47% |
| CP endpoint kind | primary output |
| RSZ-0062 raised after global routing | no |
| Post-synth top area share | 50.25% |
| Synth flops | 55 |
| CP arrival | 1.21 ns |
| Initial antenna violation count | 0 |
| Yosys Chip Area | 3048 um^2 |
| Largest net degree at the start of global routing | 34 |
| Clk root buf | clkbuf_8 |
[registers in the layout (all words and copies together), names as in the netlist]
signal	count
d.a.dout	16
d.b.dout	16
d.p.dout	16
c.state	3
c.clrp	1
c.done	1
c.lda	1
c.ldp	1
[how the worst max path moves through the flow]
| stage | start | endpoint | cells past startpoint |
|---|---|---|---|
| final | d.p.dout[1] | data_out[1] | 1 |
| after CTS | d.p.dout[1] | data_out[1] | 1 |
| after global routing | d.p.dout[1] | data_out[1] | 1 |
[area by class of cell]
| class | count | area, um^2 |
|---|---|---|
| fill | 495 | 2326 |
| sequential | 55 | 1612 |
| multi-input combinational | 206 | 1365 |
| timing repair buffer | 35 | 347.8 |
| inverter | 11 | 41.29 |
| clock buffer | 8 | 100.1 |
| tap | 75 | 93.84 |
[through the flow]
| step | std cells | hold slack [ns] | util (%) | power (mW) | area (um^2) |
|---|---|---|---|---|---|
| final | 390 | 0.5441 | 60.48 | 2.073 | 3560 |
| after global routing | 390 | 0.5743 | 60.48 | 2.271 | 3560 |
| after CTS | 390 | 0.5387 | 60.48 | 2.094 | 3560 |
| after detailed placement | 382 | 0.5211 | 58.78 | 1.863 | 3460 |
| after global placement | 382 | 0.5241 | 58.78 | 1.855 | 3460 |
| after floorplan | 278 | 0.4836 | - | 1.547 | 3048 |
[cell usage after synthesis (all sizes together) (2+ instances only)]
cell type and count:
or2 2, nand2 29, nor3b 5, xor2 6, nor2 24, nor4 5, a211o 2, or3 3
and2 3, or4 4, nor3 8, clkbuf 5, and3b 2, nand3 4, o21ai 28, nand4 6
a211oi 2, o211ai 2, a21o 3, ha 16, inv 11, edfxtp 51, nand2b 2, xnor2 14
a21oi 20, o21a 3, dfxtp 4
[routing by layer]
layer | vias to the layer above | GRT usage [%]
met5 | - | 0
met4 | 0 | 3.571
met3 | 10 | 2.768
met2 | 53 | 31.11
met1 | 971 | 36.85
li1 | 1106 | -
[power by group through the flow]
stage | Clock, mW | Sequential [mW] | Combinational (mW)
after CTS | 0.234 | 0.862 | 0.998
after global routing | 0.245 | 0.890 | 1.14
final | 0.223 | 0.860 | 0.990
[cell usage in the layout, fill, tap and decap left out, types with 3 or more instances in the layout]
| master | instances |
|---|---|
| clkbuf_8 | 7 |
| xnor2_1 | 14 |
| o21a_1 | 3 |
| nor3b_1 | 4 |
| nor4_2 | 3 |
| dfxtp_1 | 4 |
| or3_1 | 3 |
| nor3_2 | 3 |
| nand3_1 | 4 |
| nor2_1 | 24 |
| nand2_1 | 29 |
| a21oi_1 | 18 |
| edfxtp_1 | 51 |
| o21ai_0 | 15 |
| and2_1 | 3 |
| nor3_1 | 5 |
| xor2_1 | 6 |
| inv_1 | 10 |
| o21ai_1 | 12 |
| a21o_1 | 3 |
| clkdlybuf4s50_1 | 34 |
| ha_1 | 16 |
| nand4_1 | 6 |
[logic make-up (layout without fill, tap and decap cells)]
family          count (synthesis)  count (layout)
buf+inv                        17              54
simple gates                  100             100
mux                             1               1
xor+xnor                       20              20
fa+ha+maj                      17              17
compound gates                 68              68
flops                          55              55
Power figures rest on the tool's default switching activity, not on a simulated workload.
